$ cat design.v
`timescale 1ns/1ps
module alu(
           rst_n,          
           src1,           
           src2,           
           ALU_control,    
		       bonus_control,  
           result,         
           zero,           
           cout,           
           overflow        
           );
input           rst_n;
input  [32-1:0] src1;
input  [32-1:0] src2;
input  [4-1:0]  ALU_control;
input  [3-1:0]  bonus_control; 
output [32-1:0] result;
output          zero;
output          cout;
output          overflow;
wire   [32-1:0] result;
wire   [32-1:0] set;
wire   [32-1:0] carryout;
reg             less;
reg             cout;
reg             overflow;
reg             zero;
generate
  genvar i;
  for(i = 0; i < 32; i = i + 1)
  begin
    if(i == 0)
      begin
        alu_top alut(src1[0], 
                     src2[0],
                     less,
                     ALU_control[3],
                     ALU_control[2],
                     ALU_control[2],
                     ALU_control[1:0],
                     (set == 0) & ~overflow,
                     bonus_control[2:0],
                     result[0],
                     carryout[0],
                     set[0]
                     );
      end
    else
      begin
        alu_top alut(src1[i], 
                     src2[i],
                     1'b0,
                     ALU_control[3],
                     ALU_control[2],
                     carryout[i - 1],
                     ALU_control[1:0],
                     1'b0,
                     3'b000,
                     result[i],
                     carryout[i],
                     set[i]
                     );
      end
  end
endgenerate
always @(*) 
begin
  if (set[31] ^ overflow) 
  begin
    less = 1'b1;
  end
  else 
  begin
    less = 1'b0;
  end
end
always @ (*)
begin
  if(ALU_control == 4'b0010 || ALU_control == 4'b0110)
    begin
      cout = carryout[31];
    end
  else
    begin
      cout = 0;
    end
end
always @(*) 
begin
  if (ALU_control == 4'b0010 || ALU_control == 4'b0110) 
    begin
      overflow = carryout[31] ^ carryout[30];
    end
  else 
    begin
      overflow = 0;
    end
end
always @(*) 
begin
  if (result == 0) 
    begin
      zero = 1;
    end
  else 
    begin
      zero = 0;
    end
end
endmodule
`timescale 1ns/1ps
module alu_top(
               src1,        
               src2,        
               less,        
               A_invert,    
               B_invert,    
               cin,         
               operation,   
               equal,       
               cmpcontrol,  
               result,      
               cout,        
               set          
               );
input         src1;
input         src2;
input         less;
input         equal;
input         A_invert;
input         B_invert;
input         cin;
input [2-1:0] operation;
input [3-1:0] cmpcontrol;
output        result;
output        cout;
output        set;
reg           result;
reg           cout;
reg           tmpsrc1;
reg           tmpsrc2;
wire          set;
wire          tmpcout;
wire          tmpresult;
full_adder fa(tmpsrc1, tmpsrc2, cin, set, tmpcout);
compare comp(cmpcontrol, less, equal, tmpresult);
always @ (*)
begin
     case (A_invert)
          1'b0:
          begin
               tmpsrc1 = src1;
          end
          1'b1:
          begin
               tmpsrc1 = ~src1;   
          end
     endcase
     case (B_invert)
          1'b0:
          begin
               tmpsrc2 = src2;
          end
          1'b1:
          begin
               tmpsrc2 = ~src2;   
          end
     endcase
     case (operation)
          2'b00:
          begin
               result = tmpsrc1 & tmpsrc2;
          end
          2'b01:
          begin
               result = tmpsrc1 | tmpsrc2;
          end
          2'b10:
          begin
               result = set;
               cout = tmpcout;
          end
          2'b11:
          begin
               result = tmpresult;
               cout = tmpcout;
          end
     endcase
end
endmodule
`timescale 1ns/1ps
module compare(
                cmp_control,    
                less,             
                equal,            
                result            
               );
input         less;
input         equal;
input [3-1:0] cmp_control;
output        result;
reg           result;
always @(*) 
begin
    case (cmp_control)
        3'b000:
        begin
            result = less;
        end
        3'b001:
        begin
            result = ~(less | equal);
        end
        3'b010:
        begin
            result = (less | equal);
        end
        3'b011:
        begin
            result = ~less;
        end
        3'b110:
        begin
            result = equal;
        end
        3'b100:
        begin
            result = ~equal;
        end
    endcase
end       
endmodule
`timescale 1ns/1ps
module full_adder(
                x,          
                y,          
                cin,        
                sum,        
                cout        
                );
input         x;
input         y;
input         cin;
output        sum;
output        cout;
wire          w1;
wire          w2;
wire          w3;
xor(w1, x, y);
xor(sum, w1, cin);
and(w2, w1, cin);
and(w3, x, y);
or(cout, w2, w3);
endmodule
$ cat run.sh
#!/bin/bash
# OpenROAD 26Q1-2900-gdf79404cd8, Yosys 0.63+post, stock flow scripts
make -C /OpenROAD-flow-scripts/flow DESIGN_CONFIG=/design/flow/config.mk WORK_HOME=/design/flow/orfs finish
$ cat config.mk
export PLATFORM = sky130hd
export DESIGN_NAME = alu
export DESIGN_NICKNAME = alu
export VERILOG_FILES = /design/flow/design.v
export SDC_FILE = /design/flow/constraint.sdc
export NUM_CORES = 4
export LEC_CHECK = 1
export CORE_UTILIZATION = 30
$ cat constraint.sdc
current_design alu

set clk_period 4.9
set clk_io_pct 0.2

create_clock -name clk0 -period $clk_period

set non_clock_inputs [all_inputs -no_clocks]
set_input_delay [expr $clk_period * $clk_io_pct] -clock clk0 $non_clock_inputs
set_output_delay [expr $clk_period * $clk_io_pct] -clock clk0 [all_outputs]
==> results_dict.tcl <==
# collected from the flow reports
set metrics [dict create \
    wl_met3_um 557 \
    initial_core_util_pct 31.15 \
    met2_length_um 5339 \
    dieWidth_um 117.4 \
    slowest_delay_ns 0.52 \
    synth-area-yosys_um2 3995 \
    antenna_found_initial 0 \
    synth_cell_types 28 \
    warning_count 96 \
    maxCapViolations 0 \
    num-fill-cells 1118 \
    die_area_um2 13780 \
    grt_start_max_net_pins 28 \
    critical_path_class "primary input to output pin" \
    p_per_area_nw_per_um2 131.9 \
    area_growth_pct 63.20 \
    dr.pass1.iters 4 \
    place_ws_ns -0.2193 \
    wl_per_cell_um 13.14 \
    gr-total-overflow 0 \
    dieHeight_um 117.4 \
    status "complete, no violations" \
    rows 41 \
    ios 107 \
    post-synth-top-count-cell "inv_1" \
    endpoint_kind "output pin" \
    wl_um 10840 \
    avgSynthCellArea_um2 8.428 \
    port_buffers 106 \
    clock.fmax_mhz 208.4 \
    ff_type "dlxtn_1" \
    synth_flops 33 \
    track_usage_pct 15.34 \
    common_cells "inv_1, ha_1, xor2_1" \
    layoutNonFillerInstCount 825 \
    setup_viol 0 \
    num_vias 3475 \
    drc_errors 0 \
    start_kind "primary input" \
    edf_count 0 \
    crit_slowest_cell "fa_1" \
    setup_ws_ns 0.1022 \
    cp_max_fo 6 \
    place_congestion 0.8354 \
    critPathTopFamily "buffers and inverters" \
    place_inst 780 \
    finalHoldViolCount 0 \
    worst_pin_slew_ns 0.3811 \
    syn_inst 474 \
    hpwl_um 7974 \
    crit_buf_inv 5 \
    grt_pass1_vias 3564 \
    core_area_um2 12820 \
    crit_arrival_ns 3.82 \
    slew_headroom_pct 74.41 \
    ant_nets 0 \
    met1_length_um 4897 \
    syn_area_um2 3995 \
    ys_cells 474 \
    grt_pass1_wl_um 16860 \
    drt_iter0_drc 115 \
    async_flop_share_pct 0 \
    path_cells "buf_6 -> buf_12 -> xor2_4 -> inv_2 -> fa_1 -> nor2b_1 -> a21oi_1 -> o22ai_2 -> nor4_1 -> nand4_1 -> nor4_2 -> buf_4 -> clkdlybuf4s50_1" \
    antenna_cells 0 \
    worstPathRequired_ns 3.92 \
    fin_tns_setup_ns 0 \
    finalCriticalPeriod_ns 4.798 \
    yosys_warnings 3 \
    ir_drop_v 0.00005285 \
    hp-class "primary input to output pin" \
    ctsHoldBuffers 0 \
    synth_top_area_share_pct 20.04 \
    viasPerCell 4.212 \
    untimed_endpoints 33 \
    synth_top_cell_by_area "ha_1" \
    leakage_nw 3.391 \
    area_leaders "ha_1, fa_1, dlxtn_1, inv_1, xor2_1" \
    finalCritPeriodShare_pct 97.91 \
    drive_above_1_share_pct 31.09 \
    top_layer "met4" \
    unclocked_regs 33 \
    maxSlewViolCount 0 \
]
## cells by family (layout without fill, tap and decap cells)
group	Yosys count	count (layout)	synth area share, %
AND-OR/OR-AND	55	55	7.955
XOR/XNOR	67	67	14.69
adder cells (fa/ha/maj)	95	95	35.58
buffers and inverters	158	337	17.91
latches	33	33	12.40
multiplexers	12	12	3.320
AND/OR/NAND/NOR	54	54	8.143
## metrics by stage
stage	power, W	hold WS [ns]	area [µm²]	util [%]
floorplan	0.0004090	2.337	3995	-
global placement	0.0006971	3.033	5582	43.52
detailed placement	0.0007089	3.044	5582	43.52
CTS	0.0007694	3.046	5916	46.13
global route	0.0009479	3.058	6520	50.84
finish	0.0008597	3.010	6520	50.84
## worst paths after layout
check	start	end	slack, ns	cells past startpoint
worst max-delay path	ALU_control[2]	zero	0.10	13
worst min-delay path	src2[6]	result[6]	3.01	7
## report_power, final
part / leakage [nW] / internal (W) / total (W) / switching, W
Clock: 0 / 0 / 0 / 0
Sequential: 0.268 / 0.0000361 / 0.0000428 / 0.00000673
Combinational: 3.12 / 0.000466 / 0.000817 / 0.000351
Total: 3.39 / 0.000502 / 0.000860 / 0.000358
## routing by layer
metal | track usage (%) | up-vias
met5 | 0 | -
met4 | 0.6494 | 0
met3 | 2.679 | 3
met2 | 26.59 | 101
met1 | 21.22 | 1606
li1 | - | 1765
## sequential cells by signal, summed over array words and instances (netlist names)
register                          flops
genblk1.genblk1.alut.cout            32
genblk1.genblk1.alut.comp.result      1
## timing repair
item,4_1_cts,5_1_grt
endpoints found under the hold margin,0,0
gates resized,36,81
endpoints found under the setup margin,1,1
setup buffers,23,20
cloned,1,1
pin swaps,26,42
## tightest hold or removal path, cell delays in order
cell and delay [ns]:
dlymetal6s2s_1 0.12, xor2_2 0.10, inv_2 0.06, ha_1 0.15, o22ai_2 0.10, buf_4 0.13, clkdlybuf4s50_1 0.38
## layout by cell type (no fill, tap or decap), types with 3 or more instances in the layout
master and count:
nor3b_1 4, xnor2_2 13, fa_1 31, dlxtn_1 33
nand2_1 6, buf_12 3, a21oi_2 8, nor4_1 3
dlymetal6s2s_1 19, clkdlybuf4s50_1 75, inv_2 9, xor2_2 12
mux2i_1 11, inv_1 96, nor2_1 3, nor2b_1 16
xor2_4 6, o22ai_1 13, nand4_1 6, xor2_1 17
o21ai_0 4, a21oi_1 10, or4_1 3, ha_1 63
and2_1 3, o22ai_2 17, xnor2_1 19, dlygate4sd2_1 9
buf_4 120, nor4_2 5
## cell type report
cell class | count | area (µm²) | area share (%)
inverter | 106 | 397.9 | 6.102
timing repair buffer | 231 | 2112 | 32.39
tap | 172 | 215.2 | 3.301
multi-input combinational | 283 | 3299 | 50.60
sequential | 33 | 495.5 | 7.599
No activity file was given, so power comes from the tool's default toggle rates.
